===== ./run.sh =====
#!/bin/bash
# OpenROAD 26Q1-2900-gdf79404cd8, Yosys 0.63+post, stock flow scripts
make -C /OpenROAD-flow-scripts/flow DESIGN_CONFIG=/design/flow/config.mk WORK_HOME=/design/flow/orfs finish

===== ./config.mk =====
export PLATFORM = sky130hd
export DESIGN_NAME = driver
export DESIGN_NICKNAME = driver
export VERILOG_FILES = /design/flow/design.v
export SDC_FILE = /design/flow/constraint.sdc
export NUM_CORES = 4
export LEC_CHECK = 1
export CORE_UTILIZATION = 30

===== ./constraint.sdc =====
current_design driver

set clk_period 5.1
set clk_io_pct 0.2

create_clock -name clk0 -period $clk_period [get_ports {clk}]

set non_clock_inputs [all_inputs -no_clocks]
set_input_delay [expr $clk_period * $clk_io_pct] -clock clk0 $non_clock_inputs
set_output_delay [expr $clk_period * $clk_io_pct] -clock clk0 [all_outputs]

===== ./design.v =====
module driver(
	input clk,
	input NE1,  
	input NWE,  
	input [2:0] ADDR,  
	input [7:0] DATA,  
	output r,
	output g,
	output b,
	output reg h_sync,
	output reg v_sync
);
    wire [27:0] ram;
    coord_list inst(
    .NE1(NE1),
    .NWE(NWE), 
    .ADDR(ADDR),
    .DATA(DATA), 
    .ram(ram)
    );
    reg [25:0] lut_input;
wire lut_output;
reg[57:0] w_or;
assign lut_output = |w_or;
always @* begin
	w_or = 'd0;
	w_or[6'd1] = {13'd40, 13'd0} == lut_input;
	w_or[6'd2] = {13'd40, 13'd1} == lut_input;
	w_or[6'd3] = {13'd40, 13'd2} == lut_input;
	w_or[6'd4] = {13'd40, 13'd3} == lut_input;
	w_or[6'd5] = {13'd40, 13'd4} == lut_input;
	w_or[6'd6] = {13'd40, 13'd5} == lut_input;
	w_or[6'd7] = {13'd40, 13'd6} == lut_input;
	w_or[6'd8] = {13'd39, 13'd7} == lut_input;
	w_or[6'd9] = {13'd39, 13'd8} == lut_input;
	w_or[6'd10] = {13'd39, 13'd9} == lut_input;
	w_or[6'd11] = {13'd39, 13'd10} == lut_input;
	w_or[6'd12] = {13'd38, 13'd11} == lut_input;
	w_or[6'd13] = {13'd38, 13'd12} == lut_input;
	w_or[6'd14] = {13'd38, 13'd13} == lut_input;
	w_or[6'd15] = {13'd38, 13'd14} == lut_input;
	w_or[6'd16] = {13'd37, 13'd15} == lut_input;
	w_or[6'd17] = {13'd37, 13'd16} == lut_input;
	w_or[6'd18] = {13'd36, 13'd17} == lut_input;
	w_or[6'd19] = {13'd36, 13'd18} == lut_input;
	w_or[6'd20] = {13'd35, 13'd19} == lut_input;
	w_or[6'd21] = {13'd35, 13'd20} == lut_input;
	w_or[6'd22] = {13'd34, 13'd21} == lut_input;
	w_or[6'd23] = {13'd34, 13'd22} == lut_input;
	w_or[6'd24] = {13'd33, 13'd23} == lut_input;
	w_or[6'd25] = {13'd32, 13'd24} == lut_input;
	w_or[6'd26] = {13'd31, 13'd25} == lut_input;
	w_or[6'd27] = {13'd31, 13'd26} == lut_input;
	w_or[6'd28] = {13'd30, 13'd27} == lut_input;
	w_or[6'd29] = {13'd29, 13'd28} == lut_input;
	w_or[6'd30] = {13'd28, 13'd29} == lut_input;
	w_or[6'd31] = {13'd27, 13'd30} == lut_input;
	w_or[6'd32] = {13'd26, 13'd31} == lut_input;
	w_or[6'd33] = {13'd25, 13'd31} == lut_input;
	w_or[6'd34] = {13'd24, 13'd32} == lut_input;
	w_or[6'd35] = {13'd23, 13'd33} == lut_input;
	w_or[6'd36] = {13'd22, 13'd34} == lut_input;
	w_or[6'd37] = {13'd21, 13'd34} == lut_input;
	w_or[6'd38] = {13'd20, 13'd35} == lut_input;
	w_or[6'd39] = {13'd19, 13'd35} == lut_input;
	w_or[6'd40] = {13'd18, 13'd36} == lut_input;
	w_or[6'd41] = {13'd17, 13'd36} == lut_input;
	w_or[6'd42] = {13'd16, 13'd37} == lut_input;
	w_or[6'd43] = {13'd15, 13'd37} == lut_input;
	w_or[6'd44] = {13'd14, 13'd38} == lut_input;
	w_or[6'd45] = {13'd13, 13'd38} == lut_input;
	w_or[6'd46] = {13'd12, 13'd38} == lut_input;
	w_or[6'd47] = {13'd11, 13'd38} == lut_input;
	w_or[6'd48] = {13'd10, 13'd39} == lut_input;
	w_or[6'd49] = {13'd9, 13'd39} == lut_input;
	w_or[6'd50] = {13'd8, 13'd39} == lut_input;
	w_or[6'd51] = {13'd7, 13'd39} == lut_input;
	w_or[6'd52] = {13'd6, 13'd40} == lut_input;
	w_or[6'd53] = {13'd5, 13'd40} == lut_input;
	w_or[6'd54] = {13'd4, 13'd40} == lut_input;
	w_or[6'd55] = {13'd3, 13'd40} == lut_input;
	w_or[6'd56] = {13'd2, 13'd40} == lut_input;
	w_or[6'd57] = {13'd1, 13'd40} == lut_input;
	w_or[6'd0] = {13'd0, 13'd40} == lut_input;
end
    reg [13:0] dx, next_dx;
    reg [13:0] dy, next_dy;
    reg [12:0] x_center, y_center;
    wire [12:0]  next_x_center, next_y_center;
    assign next_x_center = ram[12:0];
    assign next_y_center = ram[24:13];
	parameter [9:0] H_ACTIVE = 10'd639;
	parameter [9:0] H_FRONT = 10'd15;
	parameter [9:0] H_PULSE = 10'd95;
	parameter [9:0] H_BACK = 10'd47;
	parameter [9:0] V_ACTIVE = 10'd479;
	parameter [9:0] V_FRONT = 10'd9;
	parameter [9:0] V_PULSE = 10'd1;
	parameter [9:0] V_BACK = 10'd32;
	parameter [1:0] H_ACTIVE_STATE = 2'd0;
	parameter [1:0] H_FRONT_STATE = 2'd1;
	parameter [1:0] H_PULSE_STATE = 2'd2;
	parameter [1:0] H_BACK_STATE = 2'd3;
	parameter [1:0] V_ACTIVE_STATE = 2'd0;
	parameter [1:0] V_FRONT_STATE = 2'd1;
	parameter [1:0] V_PULSE_STATE = 2'd2;
	parameter [1:0] V_BACK_STATE = 2'd3;
	reg [1:0] h_state, v_state, next_h_state, next_v_state;
	reg [12:0] H_Counter, V_Counter, Next_H_Counter, Next_V_Counter;
	reg next_h_sync, next_v_sync, line_done, next_line_done;
    reg [2:0] color, next_color;
	always @* begin
		Next_H_Counter = H_Counter;
		Next_V_Counter = V_Counter;
		next_h_state = h_state;
		next_v_state = v_state;
		next_h_sync = h_sync;
		next_v_sync = v_sync;
        next_line_done   = line_done;
		if (h_state == H_ACTIVE_STATE) begin
			Next_H_Counter = (H_Counter == H_ACTIVE) ? 10'd0 : (H_Counter + 10'd1);
			next_h_sync = 1;
			next_line_done = 0;
			next_h_state = (H_Counter == H_ACTIVE) ? H_FRONT_STATE : H_ACTIVE_STATE;
		end else if (h_state == H_FRONT_STATE) begin
			Next_H_Counter = (H_Counter == H_FRONT) ? 10'd0 : (H_Counter + 10'd1);
			next_h_sync = 1;
			next_h_state = (H_Counter == H_FRONT) ? H_PULSE_STATE : H_FRONT_STATE;
		end else if (h_state == H_PULSE_STATE) begin
			Next_H_Counter = (H_Counter == H_PULSE) ? 10'd0 : (H_Counter + 10'd1);
			next_h_sync = 0;
			next_h_state = (H_Counter == H_PULSE) ? H_BACK_STATE : H_PULSE_STATE;
		end else if (h_state == H_BACK_STATE) begin
			Next_H_Counter = (H_Counter == H_BACK) ? 10'd0 : (H_Counter + 10'd1);
			next_h_sync = 1;
			next_h_state = (H_Counter == H_BACK) ? H_ACTIVE_STATE : H_BACK_STATE;
			next_line_done = (H_Counter == (H_BACK - 1)) ? 1 : 0;
		end
		if (v_state == V_ACTIVE_STATE) begin
			Next_V_Counter = (line_done) ? ((V_Counter == V_ACTIVE) ? 10'd0 : (V_Counter + 10'd1)) : V_Counter;
			next_v_sync = 1;
			next_v_state = (line_done) ? ((V_Counter == V_ACTIVE) ? V_FRONT_STATE : V_ACTIVE_STATE) : V_ACTIVE_STATE;
		end else if (v_state == V_FRONT_STATE) begin
			Next_V_Counter = (line_done) ? ((V_Counter == V_FRONT) ? 10'd0 : (V_Counter + 10'd1)) : V_Counter;
			next_v_sync = 1;
			next_v_state = (line_done) ? ((V_Counter == V_FRONT) ? V_PULSE_STATE : V_FRONT_STATE) : V_FRONT_STATE;
		end else if (v_state == V_PULSE_STATE) begin
			Next_V_Counter = (line_done) ? ((V_Counter == V_PULSE) ? 10'd0 : (V_Counter + 10'd1)) : V_Counter;
			next_v_sync = 0;
			next_v_state = (line_done) ? ((V_Counter == V_PULSE) ? V_BACK_STATE : V_PULSE_STATE) : V_PULSE_STATE;
		end else if (v_state == V_BACK_STATE) begin
			Next_V_Counter = (line_done) ? ((V_Counter == V_BACK) ? 10'd0 : (V_Counter + 10'd1)) : V_Counter;
			next_v_sync = 1;
			next_v_state = (line_done) ? ((V_Counter == V_BACK) ? V_ACTIVE_STATE : V_BACK_STATE) : V_BACK_STATE;
		end
	end
    always @* begin
        next_color = 3'b000;
        lut_input = 26'd0;
        if(h_state == H_ACTIVE_STATE && v_state == V_ACTIVE_STATE) begin
            lut_input = {{1'b0, dx[11:0]}, {1'b0, dy[11:0]}};
            if(lut_output) begin
                next_color[0] = ram[27:26] == 2'd1;
                next_color[1] = ram[27:26] == 2'd2 || ram[27:26] == 2'd1;
                next_color[2] = ram[27:26] == 2'd3;
            end
        end
    end
    assign r = color[2];
    assign g = color[1];
    assign b = color[0];
    always @* begin
        next_dx = (H_Counter > x_center) ? (H_Counter - x_center) : (x_center - H_Counter);
        next_dy = (V_Counter > y_center) ? (V_Counter - y_center) : (y_center - V_Counter);
    end
	always @(posedge clk) begin
		begin 
			H_Counter <= Next_H_Counter;
			V_Counter <= Next_V_Counter;
			h_state <= next_h_state;
			v_state <= next_v_state;
			h_sync <= next_h_sync;
			v_sync <= next_v_sync;
            line_done <= next_line_done;
            color <= next_color;
            x_center <= next_x_center;
            y_center <= next_y_center;
            dx <= next_dx;
            dy <= next_dy;
		end
	end
endmodule
module coord_list(
    input NE1,  
    input NWE,  
    input [2:0] ADDR,  
    input [7:0] DATA,  
    output reg [27:0] ram
);
    parameter [2:0] COLOR_ADDR = 'd1;
    parameter [2:0] XCOORD_ADDR_LOWER = 'd2;
    parameter [2:0] XCOORD_ADDR_UPPER = 'd3;
    parameter [2:0] YCOORD_ADDR_LOWER = 'd4;
    parameter [2:0] YCOORD_ADDR_UPPER = 'd5;
    reg [27:0] n_ram;
    wire d_latch_enable;
    assign d_latch_enable = ~NE1 & ~NWE;
    always @* begin
        n_ram = ram;
        case(ADDR)
        XCOORD_ADDR_LOWER : begin
            n_ram[0] = DATA[0];
            n_ram[1] = DATA[1];
            n_ram[2] = DATA[2];
            n_ram[3] = DATA[3];
            n_ram[4] = DATA[4];
            n_ram[5] = DATA[5];
            n_ram[6] = DATA[6];
            n_ram[7] = DATA[7];
        end
        XCOORD_ADDR_UPPER : begin
            n_ram[8] = DATA[0];
            n_ram[9] = DATA[1];
            n_ram[10] = DATA[2];
            n_ram[11] = DATA[3];
            n_ram[12] = DATA[4];
        end
        YCOORD_ADDR_LOWER : begin
            n_ram[13+0] = DATA[0];
            n_ram[13+1] = DATA[1];
            n_ram[13+2] = DATA[2];
            n_ram[13+3] = DATA[3];
            n_ram[13+4] = DATA[4];
            n_ram[13+5] = DATA[5];
            n_ram[13+6] = DATA[6];
            n_ram[13+7] = DATA[7];
        end
        YCOORD_ADDR_UPPER : begin
            n_ram[13+8] = DATA[0];
            n_ram[13+9] = DATA[1];
            n_ram[13+10] = DATA[2];
            n_ram[13+11] = DATA[3];
            n_ram[13+12] = DATA[4];
        end
        COLOR_ADDR : begin
            n_ram[26] = DATA[0];
            n_ram[27] = DATA[1];
        end
        endcase
    end
    always@(posedge d_latch_enable) begin
       begin
            ram[12:0] <= n_ram[12:0];
            ram[25:13] <= n_ram[25:13];
            ram[27:26] <= n_ram[27:26];
        end
    end
endmodule

==> impl_metrics.csv <==
group,metric,value,unit
layout,non_filler_cells_in_the_finished_layout,970,
floorplanning,pin_count,19,
timing,final-hold-violation-count,0,
timing,rsz0062_at_grt,"no",
status,result_of_the_run,"complete, no violations",
synth,post_synth_edffs,53,
placement,portBuffers,18,
timing,endpoints_left_unconstrained,79,
drt,route.detailed.vias_per_inst,4.855,
synth,xor_share,6.258,%
power,vdd.ir_drop.worst,166.2,uV
placement,dp.final_hpwl,10250,um
floorplanning,floorplan.core_area,21290,sq um
synth,ys_sh_adder,11.49,%
clock_tree,clock.latency.late_pin,0.34,ns
drt,drt_pre_antenna_iters,5,
synth,synthMuxAreaShare,3.196,%
synth,simple_gate_share,19.00,%
drt,dr_total_vias,4709,
synth,dominant_register_cell_in_the_synthesized_netlist,"sky130_fd_sc_hd__dfxtp_1",
grt,grt_remaining_overflow,0,
timing,fin_worst_skew,0.005802,ns
clock_tree,cts-resized-gates,0,
worst_setup_path,crit_fanout,7,
synth,synth.yosys.warnings,2,
run,warnings,51,
layout,area_growth,11.58,%
clock_tree,holdBufCountCts,0,
synth,mappedNetlistArea,6578,sq um
timing,timing.max_slew.rel_slack,47.81,%
timing,report.final.setup_viol,0,
timing,fmaxAchievable,0.3489,GHz
synth,asyncSetResetFlopFracSynth,0,%
drt,routed_wire_length_per_instance,13.89,um
power,total_leakage_power,2.878,nW
synth,ys_chip_area,6578,sq um
synth,yosys.area_share.aoi,11.81,%
placement,gpl.final_weighted_congestion,0.8986,
worst_setup_path,timing_worst_setup_path_type,"reg2reg",
synth,synthesis.instances,677,
worst_setup_path,critPathCaptureType,"register",
timing,hold_ws,0.5029,ns
timing,post_layout_min_period,2.866,ns
floorplanning,floorplanUtilization,30.90,%
synth,ys_cells,677,
clock_tree,clock_tree.htree_level_count,3,
worst_setup_path,kind_of_start_point_of_the_critical_path,"register",
drt,drc_violation_count_after_routing,0,
run,drv.max_cap_violation_count,0,
floorplanning,chipArea,22520,sq um
synth,synth-seq-cells,116,
timing,worst_tran_pin_value,0.7818,ns
synth,netlist_logic_family_top,"simple AND/OR/NAND/NOR gates",
drt,detail-route-antenna-nets,0,
grt,grt_pass1_wl,22180,um
grt,initial_antenna_violation_count,0,
power,p_per_area,206.6,nW/um^2
synth,synth_area_per_cell,9.716,sq um
synth,yosys.cell_types.count,67,
drt,total_detailed_routing_wirelength,13470,um
floorplanning,die.size.x,150.1,um
drt,antenna_fix_cells,0,
placement,dpl.cell_count,954,
clock_tree,cts_setup_buffers,0,
grt,globalRouteTotalUtil,12.81,%
clock_tree,tritoncts,"yes",
worst_setup_path,cp.arrival,3.14,ns
floorplanning,rows,53,
clock_tree,cts_max_path_buffers,2,
timing,report.final.slew_viol_count,0,
grt,maximum_number_of_pins_on_one_net_before_global_route_repair,28,
timing,final_clock_period_utilization_by_the_worst_path,56.19,%
worst_setup_path,worst-endpoint-required,5.38,ns
layout,layout-drive-gt1-share,4.748,%
hold_path,worstHoldPathType,"reg2reg",
synth,yosys.stat.seqShare,43.37,%
timing,unclocked_regs,27,
layout,n_fill_cell,2102,
clock_tree,numCtsBuffers,9,
clock_tree,cts_root_buf,"sky130_fd_sc_hd__clkbuf_16",
grt,number_of_global_route_vias_before_repair,4378,
floorplanning,die_h,150.1,um
clock_tree,clk_pin_slew_worst_paths,0.07,ns
drt,drt_iter0_drc,356,
timing,totalNegativeSetupSlack,0,ns
[Yosys cell counts (10+ instances only)]
cell type	n	area share, %
sky130_fd_sc_hd__clkbuf_1	10	0.57
sky130_fd_sc_hd__nand3_1	23	1.8
sky130_fd_sc_hd__o21ai_0	43	3.3
sky130_fd_sc_hd__nand2b_1	15	1.4
sky130_fd_sc_hd__nor2_1	60	3.4
sky130_fd_sc_hd__a21oi_1	29	2.2
sky130_fd_sc_hd__nand2_1	37	2.1
sky130_fd_sc_hd__nand4_1	15	1.4
sky130_fd_sc_hd__xnor2_1	30	4.0
sky130_fd_sc_hd__nor4_1	12	1.1
sky130_fd_sc_hd__ha_1	54	10
sky130_fd_sc_hd__nor3_1	16	1.2
sky130_fd_sc_hd__edfxtp_1	53	24
sky130_fd_sc_hd__dfxtp_1	63	19
sky130_fd_sc_hd__xor2_1	17	2.3
sky130_fd_sc_hd__inv_1	58	3.3
sky130_fd_sc_hd__mux2i_1	21	3.2
[placed cells by master, fill, tap and decap left out, types with 4 or more instances in the layout]
cell type | synthesis | final
sky130_fd_sc_hd__dfxtp_1 | 63 | 63
sky130_fd_sc_hd__nor2_1 | 60 | 60
sky130_fd_sc_hd__inv_1 | 58 | 58
sky130_fd_sc_hd__ha_1 | 54 | 54
sky130_fd_sc_hd__edfxtp_1 | 53 | 53
sky130_fd_sc_hd__o21ai_0 | 43 | 43
sky130_fd_sc_hd__nand2_1 | 37 | 37
sky130_fd_sc_hd__xnor2_1 | 30 | 30
sky130_fd_sc_hd__a21oi_1 | 29 | 29
sky130_fd_sc_hd__nand3_1 | 23 | 23
sky130_fd_sc_hd__mux2i_1 | 21 | 21
sky130_fd_sc_hd__clkdlybuf4s50_1 | 0 | 18
sky130_fd_sc_hd__xor2_1 | 17 | 17
sky130_fd_sc_hd__nor3_1 | 16 | 16
sky130_fd_sc_hd__nand4_1 | 15 | 15
sky130_fd_sc_hd__nand2b_1 | 15 | 15
sky130_fd_sc_hd__nor4_1 | 12 | 12
sky130_fd_sc_hd__nor2b_1 | 9 | 9
sky130_fd_sc_hd__clkbuf_16 | 0 | 9
sky130_fd_sc_hd__nor3b_1 | 8 | 8
sky130_fd_sc_hd__a21o_1 | 7 | 7
sky130_fd_sc_hd__and3_1 | 7 | 7
sky130_fd_sc_hd__and2_1 | 6 | 6
sky130_fd_sc_hd__a31oi_1 | 5 | 5
sky130_fd_sc_hd__buf_4 | 2 | 5
sky130_fd_sc_hd__or3_1 | 4 | 4
sky130_fd_sc_hd__fa_1 | 4 | 4
[flip-flops by register name, indices dropped and copies added, names as in the netlist]
register,flops
line_done,1
v_state,4
dx,12
x_center,13
y_center,12
dy,12
v_sync,1
H_Counter,13
V_Counter,13
inst.ram,27
h_sync,1
color,3
h_state,4
[report_power, final]
| group | total (W) | switching [W] | internal (W) |
|---|---|---|---|
| clock network | 0.000675 | 0.000291 | 0.000384 |
| registers | 0.000775 | 0.0000170 | 0.000758 |
| logic | 0.0000659 | 0.0000341 | 0.0000318 |
| total | 0.00152 | 0.000342 | 0.00117 |
[final timing paths]
| check | start | endpoint | slack (ns) | cells after the start |
|---|---|---|---|---|
| setup / recovery | H_Counter[2] | dx[6] | 2.23 | 9 |
| hold / removal | v_state[3] | v_state[0] | 0.50 | 2 |
| setup reg to reg | H_Counter[2] | dx[6] | 2.23 | 9 |
| hold reg to reg | v_state[3] | v_state[0] | 0.50 | 2 |
[per-stage QoR]
stage	utilization [%]	setup WS (ns)	power [W]	instance area, sq um
finish	34.48	2.234	0.001516	7340
global route	34.48	2.024	0.001570	7340
CTS	34.48	2.259	0.001536	7340
detailed placement	33.06	2.263	0.0008574	7037
global placement	33.06	2.339	0.0008573	7037
floorplan	-	2.728	0.0008280	6578
[layer usage]
metal  vias to the layer above  GRT usage [%]  wire length, um
li1                       2428              -                -
met1                      2154          20.06             6718
met2                       114          19.03             5859
met3                        13          3.012              741
met4                         0          1.313              152
met5                         -              0                0
[final cells by class]
type / count / area (sq um) / area share (%)
clock inverter: 7 / 77.57 / 1.057
sequential: 116 / 2853 / 38.87
inverter: 58 / 217.7 / 2.966
multi-input combinational: 482 / 3405 / 46.39
timing repair buffer: 23 / 217.7 / 2.966
tap: 275 / 344.1 / 4.688
clock buffer: 9 / 225.2 / 3.069
[logic make-up after synthesis]
group / after synthesis
AOI/OAI and AO/OA: 122
xor gates and xnor gates: 47
adders and majority gates: 58
buffers and inverters: 79
DFF: 116
muxes: 21
and+or+nand+nor: 234
[worst max-delay path: stages (launching register included)]
cell and delay (ns):
sky130_fd_sc_hd__edfxtp_1 0.50, sky130_fd_sc_hd__ha_1 0.44, sky130_fd_sc_hd__and3_1 0.20, sky130_fd_sc_hd__o21ai_0 0.12, sky130_fd_sc_hd__and4_1 0.21, sky130_fd_sc_hd__o31ai_1 0.29, sky130_fd_sc_hd__o2bb2ai_1 0.37, sky130_fd_sc_hd__buf_4 0.29
sky130_fd_sc_hd__mux2i_1 0.23, sky130_fd_sc_hd__xor2_1 0.15
Power and IR drop assume default switching activity.
